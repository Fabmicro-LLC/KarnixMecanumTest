[constraint.sdc]
current_design top

set clk_period 6.5
set clk_io_pct 0.2

create_clock -name clk0 -period $clk_period [get_ports {clk25}]

set non_clock_inputs [all_inputs -no_clocks]
set_input_delay [expr $clk_period * $clk_io_pct] -clock clk0 $non_clock_inputs
set_output_delay [expr $clk_period * $clk_io_pct] -clock clk0 [all_outputs]
[run.sh]
#!/bin/bash
# OpenROAD 26Q1-2900-gdf79404cd8, Yosys 0.63+post, stock flow scripts
make -C /OpenROAD-flow-scripts/flow DESIGN_CONFIG=/design/flow/config.mk WORK_HOME=/design/flow/orfs finish
[design.v]
module ir_decoder (
	input wire clk,
        input wire rst,
	input wire ack,
        input wire enable,
        input wire ir_input,
        output reg ready,
        output wire [31:0] command,
);
	localparam T0_MIN = (28256-2816)/64;						 
	localparam T0_MAX = (28256+2816)/64;
	localparam T1_MIN = (57008-5648)/64;						 
	localparam T1_MAX = (57008+5648)/64;
	localparam START_MIN = (128176-6400)/64;					 
	localparam START_MAX = (128176+6400)/64;
	reg [15:0] slow_clk_div;
	wire slow_clk;
        wire strobe_front;
	reg  ir_input_last;								 
	reg [20:0] t1;									 
	reg [7:0] bit_count;								 
	reg [31:0] cmd;									 
	always @(posedge clk or posedge rst)
	begin
		if(rst) begin
			slow_clk_div <= '0;
		end else begin
			slow_clk_div <= slow_clk_div + 'd1;
		end
	end
	assign slow_clk = slow_clk_div[5];						 
	assign command[31:0] = cmd[31:0];
	assign strobe_front = (ir_input_last != ir_input) * ir_input;			 
	always @(posedge slow_clk or posedge rst)
        begin
		if(rst) begin								 
			ir_input_last <= 1'b1;
		        t1 <= 'b0;
			bit_count <= '0;
			cmd<= '0;
			ready <= 1'd0;
                end else begin
                        if(enable)
                        begin	
				ir_input_last <= ir_input;
				if(strobe_front == 'b0)					 
					t1<=t1+ 'b1;
				else begin
					if(t1 == 21'h1fffff) begin			 
						t1 <= '0;
						bit_count <= '0;
						cmd <= '0;
					end
					if(t1>START_MIN  && t1<START_MAX) begin		 
						bit_count <= '0;
						cmd <= '0;
					end
					if(!ready) begin				 
						if(t1<T0_MAX && t1>T0_MIN) begin	 
							cmd = {1'b0, cmd[31:1]};
							bit_count<=bit_count+'b1;	
						end
						if(t1>T1_MIN && t1<T1_MAX) begin	 
							cmd = {1'b1, cmd[31:1]};
							bit_count <= bit_count + 'b1;
						end
					end
					t1<='b0;
					if (bit_count == 31) begin
						ready <= 1;
					end
				end
				if (ack == 1) ready <= 1'd0;				 
                        end
                end
        end
endmodule
module stepper #(
	parameter CLK_FREQ = 25000000		 
)
(
	input	wire 		clk,		 
	input	wire 		rst,		 
	input	wire 		valid,		 
	input	wire [31:0]	step_freq_top,	 
	input	wire [31:0]	step_num,	 
	output	reg 		one_step,	 
	output	reg 		ready		 
);
	reg [31:0]	clk_div;
	reg [31:0]	clk_div_top;
	reg [31:0]	steps;
	always @(posedge clk or posedge rst)
	begin
		if (rst) begin
			clk_div <= 'b0;
			clk_div_top <= 'b0;
			steps <= 'b0;
			one_step <= 'b0;
			ready <= 'b0;
		end else begin
			if (valid && ~ready) begin
				clk_div <= clk_div + 'b1;
				if (clk_div == 0)
					clk_div_top <= step_freq_top;
				if (clk_div == clk_div_top) begin
					one_step <= ~one_step;
					clk_div <= 'b0;
					if (one_step == 'b1)
						steps <= steps + 'b1;
					if (steps == step_num)
						ready <= 'b1;
				end
			end
			if (!valid) begin
				clk_div <= 'b0;
				ready <= 'b0;
				steps <= 'b0;
			end
		end
	end
endmodule
module top (
	input	wire 		clk25,
	input	wire [3:0]	key,
	output	wire [3:0]	led,
	inout	wire [15:0]	gpio,
);
	localparam	BASE_FREQ = 25000000;
	localparam	MOTOR_FREQ = 16000;
	localparam	MOTOR_STEPS = 96000;
	wire		rst;
	wire		motor_fl_ready;
	wire		motor_fl_step;
	reg		motor_fl_valid;
	reg		motor_fl_dir;
	reg [31:0]	motor_fl_freq_top;
	reg [31:0]	motor_fl_step_num;
	wire		motor_fr_ready;
	wire		motor_fr_step;
	reg		motor_fr_valid;
	reg		motor_fr_dir;
	reg [31:0]	motor_fr_freq_top;
	reg [31:0]	motor_fr_step_num;
	wire		motor_bl_ready;
	wire		motor_bl_step;
	reg		motor_bl_valid;
	reg		motor_bl_dir;
	reg [31:0]	motor_bl_freq_top;
	reg [31:0]	motor_bl_step_num;
	wire		motor_br_ready;
	wire		motor_br_step;
	reg		motor_br_valid;
	reg		motor_br_dir;
	reg [31:0]	motor_br_freq_top;
	reg [31:0]	motor_br_step_num;
	wire		motor_all_en;
	reg [31:0]	motor_freq_top;
	reg [31:0]	ir_command;
	wire		ir_ready;
	wire		ir_input;
	wire		ir_ack;
	assign motor_all_en = motor_fl_valid | motor_fr_valid | motor_bl_valid | motor_br_valid;  
	assign rst = key[3];
	assign led[0] = motor_fl_step | motor_fr_step | motor_bl_step | motor_br_step;
	assign led[1] = motor_fl_valid | motor_fr_valid | motor_bl_valid | motor_br_valid;
	assign led[2] = motor_fl_ready | motor_fr_ready | motor_bl_ready | motor_br_ready;
	assign led[3] = ir_ready;
	assign ir_input = gpio[2];
	assign gpio[6] = ~motor_all_en; 	 
	assign gpio[7] = motor_fl_dir;		 
	assign gpio[9] = motor_fl_step;		 
	assign gpio[10] = motor_fr_dir;		 
	assign gpio[11] = motor_fr_step;	 
	assign gpio[12] = motor_bl_dir;		 
	assign gpio[13] = motor_bl_step;	 
	assign gpio[14] = motor_br_dir;		 
	assign gpio[15] = motor_br_step;	 
	ir_decoder decoder_samsung(
		.clk(clk25),
		.rst(rst),
		.ack(ir_ack),
		.enable('b1),
		.ir_input(ir_input),
		.ready(ir_ready),
		.command(ir_command)       
	);
	assign ir_ack = ir_ready;
	stepper motor_fl_stepper(
		.clk(clk25),
		.rst(rst),
		.valid(motor_fl_valid),
		.ready(motor_fl_ready),
		.one_step(motor_fl_step),
		.step_freq_top(motor_fl_freq_top),
		.step_num(motor_fl_step_num)
	);
	stepper motor_fr_stepper(
		.clk(clk25),
		.rst(rst),
		.valid(motor_fr_valid),
		.ready(motor_fr_ready),
		.one_step(motor_fr_step),
		.step_freq_top(motor_fr_freq_top),
		.step_num(motor_fr_step_num)
	);
	stepper motor_bl_stepper(
		.clk(clk25),
		.rst(rst),
		.valid(motor_bl_valid),
		.ready(motor_bl_ready),
		.one_step(motor_bl_step),
		.step_freq_top(motor_bl_freq_top),
		.step_num(motor_bl_step_num)
	);
	stepper motor_br_stepper(
		.clk(clk25),
		.rst(rst),
		.valid(motor_br_valid),
		.ready(motor_br_ready),
		.one_step(motor_br_step),
		.step_freq_top(motor_br_freq_top),
		.step_num(motor_br_step_num)
	);
	task motor_fl_task;
		input	[31:0] freq_top;
		input	[31:0] step_num;
		input	dir;
		begin
			motor_fl_freq_top <= freq_top;
			motor_fl_step_num <= step_num;
			motor_fl_dir <= dir;
			motor_fl_valid <= 1'b1;
		end
	endtask;
	task motor_fr_task;
		input	[31:0] freq_top;
		input	[31:0] step_num;
		input	dir;
		begin
			motor_fr_freq_top <= freq_top;
			motor_fr_step_num <= step_num;
			motor_fr_dir <= dir;
			motor_fr_valid <= 1'b1;
		end
	endtask;
	task motor_bl_task;
		input	[31:0] freq_top;
		input	[31:0] step_num;
		input	dir;
		begin
			motor_bl_freq_top <= freq_top;
			motor_bl_step_num <= step_num;
			motor_bl_dir <= dir;
			motor_bl_valid <= 1'b1;
		end
	endtask;
	task motor_br_task;
		input	[31:0] freq_top;
		input	[31:0] step_num;
		input	dir;
		begin
			motor_br_freq_top <= freq_top;
			motor_br_step_num <= step_num;
			motor_br_dir <= dir;
			motor_br_valid <= 1'b1;
		end
	endtask;
	always@(posedge clk25 or posedge rst) begin
		if(rst) begin
			motor_freq_top <= BASE_FREQ / 2 / MOTOR_FREQ;
			motor_fl_task('d0, 'd0, 'd0);
			motor_fl_valid <= 'd0;
			motor_fr_task('d0, 'd0, 'd0);
			motor_fr_valid <= 'd0;
			motor_bl_task('d0, 'd0, 'd0);
			motor_bl_valid <= 'd0;
			motor_br_task('d0, 'd0, 'd0);
			motor_br_valid <= 'd0;
		end else begin
			if (key[0]) begin  
				motor_fl_task(
					motor_freq_top,	 
					MOTOR_STEPS,		 
					'd0);
				motor_fr_task(
					motor_freq_top,	 
					MOTOR_STEPS,		 
					'd0);
				motor_bl_task(
					motor_freq_top,	 
					MOTOR_STEPS,		 
					'd0);
				motor_br_task(
					motor_freq_top,	 
					MOTOR_STEPS,		 
					'd0);
			end
			if (key[1]) begin  
				motor_fl_valid <= 'b0;
				motor_fr_valid <= 'b0;
				motor_bl_valid <= 'b0;
				motor_br_valid <= 'b0;
			end
			if (ir_ready) begin
				if (ir_command == 32'hFD020707 ||
				    ir_command == 32'h19E60707 ||
				    ir_command == 32'h97680707) begin  
					motor_fl_valid <= 'b0;
					motor_fr_valid <= 'b0;
					motor_bl_valid <= 'b0;
					motor_br_valid <= 'b0;
				end
				if (ir_command == 32'h9F600707) begin  
					motor_fl_task(
						motor_freq_top,	 
						MOTOR_STEPS,		 
						'd1);
					motor_fr_task(
						motor_freq_top,	 
						MOTOR_STEPS,		 
						'd1);
					motor_bl_task(
						motor_freq_top,	 
						MOTOR_STEPS,		 
						'd1);
					motor_br_task(
						motor_freq_top,	 
						MOTOR_STEPS,		 
						'd1);
				end
				if (ir_command == 32'h9E610707) begin  
					motor_fl_task(
						motor_freq_top,	 
						MOTOR_STEPS,		 
						'd0);
					motor_fr_task(
						motor_freq_top,	 
						MOTOR_STEPS,		 
						'd0);
					motor_bl_task(
						motor_freq_top,	 
						MOTOR_STEPS,		 
						'd0);
					motor_br_task(
						motor_freq_top,	 
						MOTOR_STEPS,		 
						'd0);
				end
				if (ir_command == 32'h9A650707) begin  
					motor_fl_task(
						motor_freq_top,	 
						MOTOR_STEPS,		 
						'd1);
					motor_fr_task(
						motor_freq_top,	 
						MOTOR_STEPS,		 
						'd0);
					motor_bl_task(
						motor_freq_top,	 
						MOTOR_STEPS,		 
						'd1);
					motor_br_task(
						motor_freq_top,	 
						MOTOR_STEPS,		 
						'd0);
				end
				if (ir_command == 32'h9D620707) begin  
					motor_fl_task(
						motor_freq_top,	 
						MOTOR_STEPS,		 
						'd0);
					motor_fr_task(
						motor_freq_top,	 
						MOTOR_STEPS,		 
						'd1);
					motor_bl_task(
						motor_freq_top,	 
						MOTOR_STEPS,		 
						'd0);
					motor_br_task(
						motor_freq_top,	 
						MOTOR_STEPS,		 
						'd1);
				end
				if (ir_command == 32'hD22D0707) begin  
					motor_fl_task(
						motor_freq_top,	 
						MOTOR_STEPS,		 
						'd0);
					motor_fr_task(
						motor_freq_top,	 
						MOTOR_STEPS,		 
						'd1);
					motor_bl_task(
						motor_freq_top,	 
						MOTOR_STEPS,		 
						'd1);
					motor_br_task(
						motor_freq_top,	 
						MOTOR_STEPS,		 
						'd0);
				end
				if (ir_command == 32'h86790707) begin  
					motor_fl_task(
						motor_freq_top,	 
						MOTOR_STEPS,		 
						'd1);
					motor_fr_task(
						motor_freq_top,	 
						MOTOR_STEPS,		 
						'd0);
					motor_bl_task(
						motor_freq_top,	 
						MOTOR_STEPS,		 
						'd0);
					motor_br_task(
						motor_freq_top,	 
						MOTOR_STEPS,		 
						'd1);
				end
				if (ir_command == 32'hF8070707)  
					motor_freq_top <= motor_freq_top - 'd10; 
				if (ir_command == 32'hF40B0707)  
					motor_freq_top <= motor_freq_top + 'd10; 
				if (ir_command == 32'h0xEE110707)  
					motor_freq_top <= BASE_FREQ / 2 / (MOTOR_FREQ); 
				if (ir_command == 32'hFB040707)  
					motor_freq_top <= BASE_FREQ / 2 / (MOTOR_FREQ - 1000); 
				if (ir_command == 32'hFA050707)  
					motor_freq_top <= BASE_FREQ / 2 / (MOTOR_FREQ - 2000); 
				if (ir_command == 32'hF9060707)  
					motor_freq_top <= BASE_FREQ / 2 / (MOTOR_FREQ - 3000); 
				if (ir_command == 32'hF7080707)  
					motor_freq_top <= BASE_FREQ / 2 / (MOTOR_FREQ - 4000); 
				if (ir_command == 32'hF6090707)  
					motor_freq_top <= BASE_FREQ / 2 / (MOTOR_FREQ - 5000); 
				if (ir_command == 32'hF50A0707)  
					motor_freq_top <= BASE_FREQ / 2 / (MOTOR_FREQ - 6000); 
				if (ir_command == 32'hF30C0707)  
					motor_freq_top <= BASE_FREQ / 2 / (MOTOR_FREQ - 7000); 
				if (ir_command == 32'hF20D0707)  
					motor_freq_top <= BASE_FREQ / 2 / (MOTOR_FREQ - 8000); 
				if (ir_command == 32'hF10E0707)  
					motor_freq_top <= BASE_FREQ / 2 / (MOTOR_FREQ - 9000); 
			end
			if (motor_fl_ready)
				motor_fl_valid <= 'b0;
			if (motor_fr_ready)
				motor_fr_valid <= 'b0;
			if (motor_bl_ready)
				motor_bl_valid <= 'b0;
			if (motor_br_ready)
				motor_br_valid <= 'b0;
		end
	end
endmodule
[config.mk]
export PLATFORM = sky130hd
export DESIGN_NAME = top
export DESIGN_NICKNAME = top
export VERILOG_FILES = /design/flow/design.v
export SDC_FILE = /design/flow/constraint.sdc
export NUM_CORES = 4
export LEC_CHECK = 1
export CORE_UTILIZATION = 40
==> summary.txt <==
yosys + openroad results -> Setup Buffers After CTS 0, CTS max path bufs 3, die width ~300 µm, ys flops between 700 and 800, Exit stage 4_1_cts, die height just over 300 µm, Syn. warnings 3, async set-or-reset flop fraction in the synthesized netlist roughly 100%, endpoints left unconstrained ~71, Distinct lib cells used ~80, Synth Instances around 3400, # IOs 25, register share after synthesis 52.6%, H-tree levels 3, CTS Root Cell clkbuf_16, DP HPWL 51.3 mm, mapped cell area 36000 µm², Routability Congestion between 0.9 and 1, IO Port Bufs 7, FP Core Util between 40% and 50%, Tool Error [error] [KeplerFormal.cpp:679] Workflow failed: Iso has multiple drivers: .gpio15, gpio[15]$_DFFE_PP0P_.Q0, row cnt about 110, Post-Syn Area per Cell around 10 µm², placed inst area roughly 37000 µm², register pins left without a clock ~63, cts bufs inserted between 70 and 80, outcome aborted with a tool error, post-cts resize count 0, CTS Hold Bufs 0, flip-flops with a built-in enable 0, # Cells Yosys 3446, Yosys Chip Area approximately 36000 µm², top_reg_cell synth dfrtp_1
[stage by stage]
| step | instances | util [%] | TNS [ns] | setup slack [ns] |
|---|---|---|---|---|
| 2_1_floorplan | 3446 | - | -3576.27 | -5.17 |
| 3_3_place_gp | 4517 | 42.1 | 0 | 2.55 |
| 3_5_place_dp | 4517 | 42.1 | 0 | 2.57 |
[cells in the mapped netlist (5+ instances only)]
cell,number,share of area (%)
or3_1,31,0.54
nand2b_1,51,0.89
nor3_1,52,0.72
and3_1,50,0.87
and2_1,203,3.5
and4_1,25,0.61
nor2b_1,21,0.36
a21boi_0,10,0.21
nor4b_1,7,0.17
o211ai_1,8,0.17
o31ai_1,8,0.17
clkbuf_1,107,1.1
a31oi_1,9,0.16
xor2_1,260,6.3
a21oi_1,67,0.93
o21ai_0,104,1.4
or4_1,9,0.19
buf_2,27,0.37
dfstp_2,6,0.44
ha_1,51,1.8
xnor2_1,257,6.2
nor4_1,71,1.2
nand4_1,125,2.2
nor2_1,247,2.6
a21o_1,8,0.17
nand2_1,462,4.8
dfrtp_1,751,52
nand3_1,100,1.4
o22ai_1,6,0.10
o22a_1,5,0.12
inv_1,47,0.49
a211oi_1,6,0.12
mux2_2,161,5.0
o21a_1,5,0.10
nor4bb_1,5,0.14
or2_2,8,0.14
a22o_1,7,0.17
[kinds of logic after synthesis]
kind of cell / Yosys count / share of synthesized area [%]
AND/OR/NAND/NOR: 1491 / 21.0
flip-flops: 757 / 52.6
AND-OR/OR-AND: 279 / 4.79
XOR/XNOR: 517 / 12.6
buffers and inverters: 185 / 2.06
multiplexers: 165 / 5.14
adder cells (fa/ha/maj): 52 / 1.83
